`flow/config.mk`:
```
export PLATFORM = sky130hd
export DESIGN_NAME = shift_right
export DESIGN_NICKNAME = shift_right
export VERILOG_FILES = /design/flow/design.v
export SDC_FILE = /design/flow/constraint.sdc
export NUM_CORES = 4
export LEC_CHECK = 1
export CORE_AREA = 10 10 91 91
export DIE_AREA = 0 0 101 101
```
`flow/constraint.sdc`:
```
current_design shift_right

set clk_period 2.6
set clk_io_pct 0.2

create_clock -name clk0 -period $clk_period

set non_clock_inputs [all_inputs -no_clocks]
set_input_delay [expr $clk_period * $clk_io_pct] -clock clk0 $non_clock_inputs
set_output_delay [expr $clk_period * $clk_io_pct] -clock clk0 [all_outputs]
```
`flow/design.v`:
```
module shift_right(In, Cnt, Op, Out);
    parameter   N = 16;
    parameter   C = 4;
    input [N-1:0]   In;
    input [C-1:0]   Cnt;
    input Op;
    output [N-1:0]  Out;
    wire [N-1:0] shift_1, shift_2, shift_4;
    assign shift_1 = (Cnt[0]) ? {((Op) ? 1'b0 : In[15]), In[15: 1]} : In;
    assign shift_2 = (Cnt[1]) ? {{2{(Op) ? 1'b0 : shift_1[15]}}, shift_1[15: 2]} : shift_1;
    assign shift_4 = (Cnt[2]) ? {{4{(Op) ? 1'b0 : shift_2[15]}}, shift_2[15: 4]} : shift_2;
    assign Out = (Cnt[3]) ? {{8{(Op) ? 1'b0 : shift_4[15]}}, shift_4[15: 8]} : shift_4;
endmodule  
```
`flow/run.sh`:
```
#!/bin/bash
# OpenROAD 26Q1-2900-gdf79404cd8, Yosys 0.63+post, stock flow scripts
make -C /OpenROAD-flow-scripts/flow DESIGN_CONFIG=/design/flow/config.mk WORK_HOME=/design/flow/orfs finish
```
==> metrics.cfg <==
[status]
run_status=complete, no violations

[yosys]
syn_area_cell_um2=8.218
yosysChipArea_um2=723.2
synthesis.area_um2=723.2
ys_cells=88
yosys_warnings=0
synth_cell_type_count=33
synthesis.instances=88
synth.yosys.seq_area_share=0

[worst_setup_path]
timing.critical_path.required_ns=2.08
critPathMaxStageDelay_ns=0.50
timing.critical_path.slowest_stage_cell=mux4_2
worstSetupStartpointType=input port
worst_ep_arrival_time_ns=2.03
cp_cell_sequence=buf_8, buf_12, buf_4, mux4_2, and2_4, a311o_1, dlygate4sd2_1
setup.worst_path.end_class=primary output
cp_max_fo=4
crit_type=input port to primary output
worst_setup_path_startpoint=Cnt[0]

[detailed_routing]
antenna_left=0
drtPass1Iterations=4
mean_routed_wirelength_per_cell_um=13.96
wirelength_mm=3.364
drt_iter0_drc=24
routed_via_density=4.104
route.vias.total=989
drt_drc_violations_left=0

[global_routing]
initial_antenna_violation_count=1
overflow_left_after_global_routing=0
grt_pass1_wl_mm=5.147
grt_start_max_net_pins=16
globalRouteTotalUtil=0.06157
grt_pass1_vias=1039

[job]
maxCapViolations=0
log.warning_count=33

[placed_design]
gpl.final_weighted_congestion=0.7774
portBuffers=37
place_worst_setup_slack_ns=-0.7473
hpwl_after_dpl_mm=2.662

[power]
power.density_cell_area_nw_per_um2=190.5
power_mw=0.3078
static-leakage-power_nw=0.7368
vdd_drop_max_mv=0.08122

[min_path]
min_path_type=input port to primary output
worstHoldPathCells=5
holdPathEnd=Out[13]
worstHoldStart=In[13]

[layout]
multi_input_comb_area_um2=802.0
flops=0
fill_cells=656
layout_top_cells_excl_fill_tap=37 x buf_4, 17 x dlygate4sd2_1, 9 x nand2_1
layout-drive-gt1-share=0.5644
syn_to_final_growth_pct=123.4
clkbuf_count=0
layout.area.seq_um2=0
most_common_library_cell_in_the_layout_ignoring_fill_and_taps=buf_4

[timing]
final_ws_setup_ns=0.05211
setup_repair_after_global_routing_missed_its_margin=true
number_of_setup_violations_in_the_final_report=0
worst_slew_pin_slew_ns=0.2799
timing.setup.tns_ns=0
clock.fmax_mhz=392.5
timing.final.max_slew_violations=0
report.final.hold_viol_count=0
post-route-period-util=0.9800
period_needed_ns=2.548
slew_headroom=0.8123

[floorplanning]
floorplan.die_area_um2=10200
die_h_um=101
placeableCoreArea_um2=6350
fp-utilization=0.1139
dieWidth_um=101
rows=29
floorplan.io_pins=37

## how the worst max path moves through the flow
| stage | end | slack, ns | depth (start not counted) |
|---|---|---|---|
| 4_1_cts | Out[0] | 0.0005 | 5 |
| 5_1_grt | Out[9] | -0.03 | 8 |
| 6_report | Out[5] | 0.05 | 7 |
## power breakdown
group	total, mW	switching [mW]	internal (mW)
clock network	0.0000000514	0	0.0000000514
registers	0	0	0
logic	0.308	0.113	0.194
total	0.308	0.113	0.194
## per-layer routing
layer | routed length [um] | vias up | global-route usage
li1 | - | 503 | -
met1 | 1441 | 466 | 0.07644
met2 | 1733 | 20 | 0.1135
met3 | 189 | 0 | 0.01178
met4 | 0 | 0 | 0
met5 | 0 | - | 0
## area by class of cell
| class | instances | share of cell area |
|---|---|---|
| Multi-Input combinational cell | 79 | 0.4965 |
| Timing Repair Buffer | 81 | 0.4330 |
| Tap cell | 77 | 0.05964 |
| Inverter | 3 | 0.009295 |
| Antenna cell | 1 | 0.001549 |
## worst max-delay path: cells and delay by family
family,cells,cell delay [ns]
and+or+nand+nor,1,0.16
AOI/OAI and AO/OA,1,0.28
buffers and inverters,4,0.56
muxes,1,0.50
## synthesized netlist by cell type (all sizes together), types with 3 or more instances
cell	n	area, um^2
mux2	10	112.6
nand2	10	37.54
mux4	8	180.2
mux2i	6	60.06
o21ai	6	30.03
nor2	4	15.01
o21a	4	30.03
a21oi	3	15.01
a221o	3	30.03
and3	3	18.77
buf	3	17.52
clkbuf	3	11.26
## kinds of logic after synthesis
kind of cell / Yosys count / synth area share
multiplexers: 24 / 0.4879
AND/OR/NAND/NOR: 29 / 0.2007
AND-OR/OR-AND: 26 / 0.2561
buffers and inverters: 9 / 0.05535
## per-stage QoR
stage | area [um^2] | cells | utilization | hold slack [ns]
after floorplan | 723.2 | 88 | - | 1.063
after global placement | 1399 | 226 | 0.2203 | 2.191
after global routing | 1615 | 241 | 0.2544 | 1.724
after CTS | 1597 | 237 | 0.2514 | 1.814
final | 1615 | 241 | 0.2544 | 1.690
after detailed placement | 1399 | 226 | 0.2203 | 2.179
## repair_timing
item,in CTS,in global routing
pin swaps,12,3
buffers inserted,10,3
hold buffers,0,0
gates cloned,2,0
setup endpoints to repair,16,9
gates resized,93,14
Power and IR drop assume default switching activity.
