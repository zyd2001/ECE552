`./config.mk`:
```
export PLATFORM = sky130hd
export DESIGN_NAME = shift_left
export DESIGN_NICKNAME = shift_left
export VERILOG_FILES = /design/flow/design.v
export SDC_FILE = /design/flow/constraint.sdc
export NUM_CORES = 4
export LEC_CHECK = 1
export CORE_AREA = 10 10 92 92
export DIE_AREA = 0 0 102 102
```
`./run.sh`:
```
#!/bin/bash
# OpenROAD 26Q1-2900-gdf79404cd8, Yosys 0.63+post, stock flow scripts
make -C /OpenROAD-flow-scripts/flow DESIGN_CONFIG=/design/flow/config.mk WORK_HOME=/design/flow/orfs finish
```
`./constraint.sdc`:
```
current_design shift_left

set clk_period 2.5
set clk_io_pct 0.2

create_clock -name clk0 -period $clk_period

set non_clock_inputs [all_inputs -no_clocks]
set_input_delay [expr $clk_period * $clk_io_pct] -clock clk0 $non_clock_inputs
set_output_delay [expr $clk_period * $clk_io_pct] -clock clk0 [all_outputs]
```
`./design.v`:
```
module shift_left(In, Cnt, Op, Out);
    parameter   N = 16;
    parameter   C = 4;
    input [N-1:0]   In;
    input [C-1:0]   Cnt;
    input Op;
    output [N-1:0]  Out;
    wire [N-1:0] shift_1, shift_2, shift_4;
    assign shift_1 = (Cnt[0]) ? {In[14:0], ((Op) ? 1'b0 : In[15])} : In;
    assign shift_2 = (Cnt[1]) ? {shift_1[13:0], ((Op) ? 2'b0 : shift_1[15:14])} : shift_1;
    assign shift_4 = (Cnt[2]) ? {shift_2[11:0], ((Op) ? 4'b0 : shift_2[15:12])} : shift_2;
    assign Out = (Cnt[3]) ? {shift_4[7:0], ((Op) ? 8'b0 : shift_4[15:8])} : shift_4;
endmodule  
```
==> ci_impl_report.md <==
### Flow metrics

| Metric | Value |
|---|---|
| Result of the run | complete, no violations |
| Core region area | 6459 µm² |
| Cell Type Count | 26 |
| Yosys stat area | 870.8 µm² |
| Post-layout minimum cycle time | 2.465 ns |
| Number of failing setup endpoints in the final timing report | 0 |
| Final instance count without filler cells | 265 |
| Tool warnings | 34 |
| Die y size | 102 µm |
| Fraction of final layout cells with drive strength greater than 1 | 53.19% |
| Detail-routed net length per standard cell | 15.08 µm |
| Via count of the first global-routing pass | 1312 |
| Last weighted congestion value of the routability-driven placer | 0.8956 |
| Dominant kind of combinational cell | multiplexers |
| Most used logic cell in the final layout | sky130_fd_sc_hd__buf_4 |
| Adder Area Share | 0% |
| Routed wire length | 3.995 mm |
| Dpl cells | 251 |
| DRC violation total after the first TritonRoute iteration | 37 |
| Total number of sequential cells | 0 |
| Maximum clock frequency | 0.4056 GHz |
| Number of buffers inserted for hold repair after clock tree synthesis | 0 |
| Setup_tns | 0 ns |
| IR drop worst, VDD | 0.00009137 V |
| Unrepaired setup endpoints after global routing | yes |
| Period utilization | 98.62% |
| Total number of vias | 1194 |
| Antenna violation net count after detailed routing | 0 |
| Tally of yosys warning messages | 0 |
| Relative slew slack | 75.93% |
| WHS Path Cells | 5 |
| Detail-routed via count per cell | 4.506 |
| Category of the most critical setup path | in -> out |
| Starting density of the core | 13.48% |
| Global-route wire length before repair | 6.506 mm |
| Kind of path behind the tightest hold check | in -> out |
| Placement Cell Area | 1554 µm² |
| Post-synthesis sequential area ratio | 0% |
| Worst Path Arrival | 1.97 ns |
| Critical path launch point type | primary input |
| Synthesized instance count | 112 |
| Number of max-cap violations | 0 |
| GRT overflow | 0 |
| Post-detailed-placement half-perimeter wirelength | 3.110 mm |
| Mux contribution to synthesized area | 52.73% |
| Sequential cell area | 0 µm² |
| Number of core rows | 29 |
| Synthesis-to-layout area growth | 105.2% |
| Largest net degree at the start of global routing | 15 |
| Power per cell area | 208.8 nW/µm² |
| Fill cell instance count of the final layout | 684 |
| Top library cells by usage in the layout, fill and taps aside | sky130_fd_sc_hd__buf_4, sky130_fd_sc_hd__mux2i_1, sky130_fd_sc_hd__dlygate4sd2_1 |
| Dominant cell type by area after synthesis | sky130_fd_sc_hd__mux2i_1 |
| Top cells by area, synth | sky130_fd_sc_hd__mux2i_1, sky130_fd_sc_hd__a22oi_1, sky130_fd_sc_hd__nand3_1 |
| Final Hold Vio Count | 0 |
| Count of boundary I/O pins | 37 |
| Post-Layout Inst Area | 1787 µm² |
| Syn Area/Cell | 7.775 µm² |
| Synth Area in Compound Gates | 18.53% |
| # DRC | 0 |
| Number of standard cells reported by yosys | 112 |
| Summed instance area of the synthesized netlist | 870.8 µm² |
| Chip footprint | 10400 µm² |
| Area fraction of the dominant cell type after synthesis | 40.23% |
| Die X | 102 µm |
| Pleak | 0.8161 nW |
| Critical Path Fanout Max | 3 |
| Transition time at the pin with the least slew margin | 0.3598 ns |
| Pre-Repair DR Iteration Count | 4 |
| Ant. Diodes | 0 |
| Max-slew violation count | 0 |
| Number of antenna violations at the first check in global routing | 0 |
| Share of synthesized cell area in and, or, nand and nor gates | 21.55% |
| Buffers added on ports | 37 |
| Crit end category | output port |
| Final-layout clock buffer total | 0 |
| XORs/XNORs by Area | 0% |
| Data required time of the critical path | 2.00 ns |
| Total Routing Usage GR | 7.548% |
logic make-up after synthesis:
family                 Yosys count
muxes                           42
buffers and inverters           11
AOI/OAI and AO/OA               22
and+or+nand+nor                 37
worst max-delay path: stages:
cell and delay, ns:
sky130_fd_sc_hd__dlygate4sd2_1 0.26, sky130_fd_sc_hd__nor2b_1 0.13, sky130_fd_sc_hd__mux4_2 0.53, sky130_fd_sc_hd__buf_6 0.15, sky130_fd_sc_hd__nand2_1 0.06, sky130_fd_sc_hd__o221ai_2 0.08, sky130_fd_sc_hd__dlygate4sd2_1 0.25
through the flow:
step | util [%] | power [mW] | hold WS, ns | setup WS (ns)
after floorplan | - | 0.1385 | 1.175 | 0.5309
final | 27.66 | 0.3731 | 1.612 | 0.03462
after global placement | 24.06 | 0.3262 | 2.232 | -0.6170
after global routing | 27.66 | 0.4051 | 1.664 | -0.05072
after CTS | 26.31 | 0.3481 | 1.705 | -0.05295
after detailed placement | 24.06 | 0.3249 | 2.224 | -0.6186
layer usage:
layer	up-vias	global-route usage (%)	wire length (µm)
met1	557	10.64	2045
met3	3	2.386	313
li1	593	-	-
met2	41	11.51	1604
met4	0	0.5423	31
met5	-	0	0
power by group:
| group | leakage, nW | total (mW) | internal [mW] | switching [mW] |
|---|---|---|---|---|
| sequential | 0 | 0 | 0 | 0 |
| clock | 0 | 0 | 0 | 0 |
| combinational | 0.816 | 0.373 | 0.210 | 0.163 |
cells in the mapped netlist:
cell	count
sky130_fd_sc_hd__a211oi_1	2
sky130_fd_sc_hd__a21o_1	1
sky130_fd_sc_hd__a22oi_1	7
sky130_fd_sc_hd__buf_1	2
sky130_fd_sc_hd__buf_2	2
sky130_fd_sc_hd__buf_4	1
sky130_fd_sc_hd__buf_6	2
sky130_fd_sc_hd__clkbuf_1	3
sky130_fd_sc_hd__inv_2	1
sky130_fd_sc_hd__mux2_2	4
sky130_fd_sc_hd__mux2_4	1
sky130_fd_sc_hd__mux2i_1	35
sky130_fd_sc_hd__mux4_1	1
sky130_fd_sc_hd__mux4_2	1
sky130_fd_sc_hd__nand2_1	10
sky130_fd_sc_hd__nand2b_1	2
sky130_fd_sc_hd__nand3_1	10
sky130_fd_sc_hd__nor2_1	4
sky130_fd_sc_hd__nor2b_1	5
sky130_fd_sc_hd__nor3_1	3
sky130_fd_sc_hd__o211ai_1	1
sky130_fd_sc_hd__o221ai_1	4
sky130_fd_sc_hd__o22ai_1	7
sky130_fd_sc_hd__or3_1	1
sky130_fd_sc_hd__or3b_2	1
sky130_fd_sc_hd__or4bb_1	1
cell type report:
type               instances  area, µm²  area share [%]
well taps                 77      96.34           5.392
multi-input cells        101      988.4           55.32
inverters                  1      3.754          0.2101
repair buffers            86      698.2           39.08
what timing repair did:
item | CTS | global route
setup endpoints to repair | 16 | 11
resized | 87 | 29
pin swaps | 8 | 8
buffers inserted | 12 | 4
hold endpoints to repair | 0 | 0
gates cloned | 1 | 0
path summary, 6_finish.rpt:
kind | startpoint | endpoint | slack, ns
max | In[15] | Out[2] | 0.03
min | Op | Out[0] | 1.61
Power is estimated from default activity; no workload was simulated.
