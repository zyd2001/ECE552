--- flow/constraint.sdc ---
current_design wb

set clk_period 1.0
set clk_io_pct 0.2

create_clock -name clk0 -period $clk_period

set non_clock_inputs [all_inputs -no_clocks]
set_input_delay [expr $clk_period * $clk_io_pct] -clock clk0 $non_clock_inputs
set_output_delay [expr $clk_period * $clk_io_pct] -clock clk0 [all_outputs]
--- flow/config.mk ---
export PLATFORM = sky130hd
export DESIGN_NAME = wb
export DESIGN_NICKNAME = wb
export VERILOG_FILES = /design/flow/design.v
export SDC_FILE = /design/flow/constraint.sdc
export NUM_CORES = 4
export LEC_CHECK = 1
export CORE_AREA = 10 10 70 70
export DIE_AREA = 0 0 80 80
--- flow/design.v ---
module wb (MemData, ALUData, PCData, WriteDataMem, WriteDataPC, writeData);
    input [15:0] MemData, ALUData, PCData;
    input WriteDataMem, WriteDataPC;
    output [15:0] writeData;
    assign writeData = (WriteDataPC) ? PCData : ((WriteDataMem) ? MemData : ALUData);
endmodule
--- flow/run.sh ---
#!/bin/bash
# OpenROAD 26Q1-2900-gdf79404cd8, Yosys 0.63+post, stock flow scripts
make -C /OpenROAD-flow-scripts/flow DESIGN_CONFIG=/design/flow/config.mk WORK_HOME=/design/flow/orfs finish
==> results.py <==
# Flow results
metrics = {
    "power": {
        "power_density_nw_per_um2": 351,
        "p_total_w": 0.000353,
        "p_leak_nw": 0.538,
        "peakVddDrop_mv": 0.0914,
    },
    "logic_synthesis": {
        "synth_top_area_share_pct": 46.4,
        "largest_area_cell": "mux2i_1",
        "synth_area_sq_um": 345,
        "ys_cells": 53,
        "synth_cell_types": 8,
        "yosys.stat.seqShare_pct": 0,
        "yosys_area_sq_um": 345,
        "synthCells": 53,
        "area_leaders": "mux2i_1, nand2_1, o21ai_1",
        "ys_warn_count": 0,
        "synth.avg_cell_area_sq_um": 6.52,
    },
    "routing": {
        "wl_microns": 2390,
        "ant_nets": 0,
        "routedWlPerCell_microns": 14.4,
        "antenna_cells": 0,
        "num_vias": 614,
        "viasPerCell": 3.70,
        "first_pass_iters": 2,
        "drtIter0Drc": 7,
        "route.detailed.drc": 0,
    },
    "cells_and_area": {
        "syn_to_final_growth_pct": 191,
        "nFillCells": 407,
        "seqCellArea_sq_um": 0,
        "drive_above_1_share_pct": 22.5,
        "clock_buffers": 0,
        "flop-count": 0,
        "lay_top_count": "dlygate4sd2_1",
        "lay_top_cells": "dlygate4sd2_1, nand2_1, buf_2",
        "instances_no_fill": 166,
        "final_util_pct": 29.5,
    },
    "timing": {
        "setup_viol": 2,
        "final.min_clock_period_ps": 1030,
        "fin_crit_sh_pct": 103,
        "report.final.slew_viol_count": 0,
        "finalHoldViolCount": 0,
        "max_freq_mhz": 974,
        "relSlewSlack_pct": 88.1,
        "fin_ws_ps": -26.2,
        "worst_pin_slew_ps": 176,
        "rsz0062_at_grt": "yes",
    },
    "worst_hold_path": {
        "hold_class": "input port to output port",
        "holdPathStages": 4,
    },
    "floorplanning": {
        "rows": 21,
        "chipArea_sq_um": 6400,
        "fp.dieW_microns": 80,
        "initial_utilization_pct": 10.1,
        "die_height_microns": 80,
        "ioPinCount": 66,
        "coreArea_sq_um": 3420,
    },
    "global_routing": {
        "grt_pass1_vias": 650,
        "grtUsageTotal_pct": 6.58,
        "antenna_found_initial": 0,
        "grt_max_degree": 17,
        "grt-ovfl-total": 0,
        "grt_pass1_wl_microns": 3500,
    },
    "job": {
        "cap_violations": 0,
        "openroad.warnings": 34,
    },
    "place": {
        "placed_cells": 163,
        "place_hpwl_microns": 1790,
        "place.gp.congestion": 0.773,
        "portBuffers": 66,
    },
    "setup_path": {
        "cp_max_fo": 5,
        "critPathRequiredTime_ps": 800,
        "crit_path_end_kind": "output port",
        "worstSetupStartpointType": "input port",
        "worst-setup-path-type": "input port to output port",
        "crit_arrival_ps": 830,
    },
    "outcome": {
        "outcome": "finished with violations",
        "violations": "negative setup slack",
    },
    "clocking": {
        "cts_setup_buffers": 0,
        "ctsHoldBuffers": 0,
    },
}
==> synth_stat cells (all sizes together) <==
cell and instances:
buf 4, o21ai 16, clkbuf 1, mux2i 16
nand2 16
==> routing by layer <==
metal,routed length [microns],vias up,part of all wire [%],GRT usage (%)
met5,0,-,0,0
met4,0,0,0,0
met3,230,0,9.6,2.39
met2,1130,35,47,10.9
met1,1030,257,43,8.44
li1,-,322,-,-
==> where the power goes <==
group	total (W)	switching (W)	internal [W]
registers	0	0	0
logic	0.000353	0.000119	0.000234
clock network	0	0	0
==> final timing paths <==
path | start | endpoint
max | WriteDataMem | writeData[3]
min | PCData[11] | writeData[11]
==> cell type report <==
type / instances / area (sq um) / area share [%]
Timing Repair Buffer: 72 / 637 / 63.3
Tap cell: 46 / 57.6 / 5.72
Multi-Input combinational cell: 48 / 312 / 31.0
==> cell families after synthesis <==
group	synth area share, %
AND-OR/OR-AND	23.2
buffers and inverters	13.0
multiplexers	46.4
AND/OR/NAND/NOR	17.4
==> worst max-delay path, stage by stage <==
cell and delay (ps):
buf_8 90, buf_8 120, mux2i_2 230, o21ai_2 80, buf_2 110
==> stage by stage <==
stage	setup slack, ps	cell area, sq um	hold WS (ps)	setup TNS [ps]
2_1_floorplan	129	345	435	0
3_3_place_gp	-804	1050	1300	-12410
3_5_place_dp	-835	1050	1300	-12620
4_1_cts	-42.1	971	780	-106
5_1_grt	-63.8	1010	805	-557
6_report	-26.2	1010	777	-32.5
==> repair_timing <==
item / in CTS / in global routing
gates resized: 122 / 3
setup endpoints to repair: 16 / 16
cloned: 2 / 1
pin swaps: 23 / 14
Power and IR drop assume default switching activity.
